$ cat design.v
module fourBitAdder_TwoByTwo (
	input [3:0] A,
	input [3:0] B,
	input Cin,
	output [3:0] S,
	output Cout
);
wire Cout1;
twoBitAdder a0 (
	.A(A[1:0]),
	.B(B[1:0]),
	.Cin(Cin),
	.Cout(Cout1),
	.S(S[1:0])
);
twoBitAdder a1 (
	.A(A[3:2]),
	.B(B[3:2]),
	.Cin(Cout1),
	.Cout(Cout),
	.S(S[3:2])
);
endmodule
module twoBitAdder(
	input [1:0] A,
	input [1:0] B,
	input Cin,
	output [1:0] S,
	output Cout
);
assign Cout = (A[1] & A[0] & B[0]) | (A[1] & A[0] & Cin) | (A[1] & B[1]) | (A[1] & B[0] & Cin) | (A[0] & B[1] & B[0]) | (A[0] & B[1] & Cin) | (B[1] & B[0] & Cin);
assign S[1] = (A[1] & A[0] & B[1] & B[0]) | (A[1] & A[0] & B[1] & Cin) | (A[1] & !A[0] & !B[1] & !B[0]) | (A[1] & !A[0] & !B[1] & !Cin) | (A[1] & B[1] & B[0] & Cin) | (A[1] & !B[1] & !B[0] & !Cin) | ( !A[1] & A[0] & !B[1] & B[0]) | ( !A[1] & A[0] & !B[1] & Cin) | ( !A[1] & !A[0] & B[1] & !B[0]) | ( !A[1] & !A[0] & B[1] & !Cin) | ( !A[1] & B[1] & !B[0] & !Cin) | ( !A[1] & !B[1] & B[0] & Cin);
assign S[0] = (A[0] & B[0] & Cin) | (A[0] & !B[0] & !Cin) | ( !A[0] & B[0] & !Cin) | ( !A[0] & !B[0] & Cin);
endmodule
$ cat run.sh
#!/bin/bash
# OpenROAD 26Q1-2900-gdf79404cd8, Yosys 0.63+post, stock flow scripts
make -C /OpenROAD-flow-scripts/flow DESIGN_CONFIG=/design/flow/config.mk WORK_HOME=/design/flow/orfs finish
$ cat config.mk
export PLATFORM = sky130hd
export DESIGN_NAME = fourBitAdder_TwoByTwo
export DESIGN_NICKNAME = fourBitAdder_TwoByTwo
export VERILOG_FILES = /design/flow/design.v
export SDC_FILE = /design/flow/constraint.sdc
export NUM_CORES = 4
export LEC_CHECK = 1
export CORE_AREA = 10 10 70 70
export DIE_AREA = 0 0 80 80
$ cat constraint.sdc
current_design fourBitAdder_TwoByTwo

set clk_period 3.1
set clk_io_pct 0.2

create_clock -name clk0 -period $clk_period

set non_clock_inputs [all_inputs -no_clocks]
set_input_delay [expr $clk_period * $clk_io_pct] -clock clk0 $non_clock_inputs
set_output_delay [expr $clk_period * $clk_io_pct] -clock clk0 [all_outputs]
==> impl_metrics.toml <==
# implementation run metrics
[timing]
slew_headroom = 0.888
setup_viol = 0
worst_slew_pin_slew_ps = 166
slew_violations = 0
finalClockPeriodUsage = 0.969
max_freq_mhz = 333
rsz0062_at_grt = "no"
hold_violations = 0
fin_ws_ps = 96.2
fin_crit_ps = 3000

[critical_path]
critPathArrivalTime_ps = 2380
cp_num_cells = 6
crit_chain = "clkdlybuf4s50_1, maj3_2, maj3_2, maj3_2, xnor2_1, dlygate4sd2_1"
crit_fanout = 2
crit_path_end_kind = "output port"
path_class = "primary input to output port"
path_buffers = 2
slowest_stage = "clkdlybuf4s50_1"
startpoint = "B[0]"
endpoint = "S[3]"
critPathMaxStageDelay_ps = 420
crit_path_start_kind = "primary input"
cpMostUsedCell = "maj3_2"
crit_family = "adder cells"
cp.required_ps = 2480

[global_routing]
grt_use_total = 0.0157
grt_overflow = 0
grt_pass1_wl_um = 834
grt_pass1_vias = 188
grt_max_degree = 5
antenna_found_initial = 0

[synth]
synth.distinct_cells = 6
syn_avg_cell_area_um2 = 8.34
syn_inst = 15
ys_seq_share = 0
yosysChipArea_um2 = 125
ys_cells = 15
topCellsByArea = "xnor2_1, maj3_2, a22oi_1"
top_area_cell = "xnor2_1"
top_area_frac = 0.560
yosys_warnings = 0
syn_area_um2 = 125

[job]
max_cap_viol_count = 0
warnings = 32

[die]
ios = 14
die-area_mm2 = 0.00640
die_w_um = 80
core_area_mm2 = 0.00342
initial_core_util = 0.0366
rows = 21
die_y_um = 80

[finish]
finalNonFillerCells = 79
clkbuf_count = 0
seq_area_um2 = 0
synthToLayoutAreaGrowth_pct = 177
comb_area_um2 = 125
flops = 0
layout-drive-gt1-share = 0.212
num-fill-cells = 411

[drt]
wirelength_um = 521
via_per_inst = 2.11
wl_per_cell_um = 6.59
drc = 0
first_pass_iters = 2
n_antenna_cell = 0
drtIter0Drc = 3
via_count = 167
antenna_left = 0

[pwr]
power_leakage_nw = 0.114
peakVddDrop_mv = 0.0346
p_per_area_mw_per_mm2 = 165

[placed_design]
gp_congestion = 0.618
dp_slack_ps = -236
placed_cells = 79
io_buffer_count = 14

[outcome]
run_status = "finished, final reports clean"

[clock_tree]
cts_hold_buf = 0

[min_path]
hp-start = "B[3]"
holdCritPathClass = "primary input to output port"
-- final cells by class --
cell class,instances,share of cell area
tap,46,0.166
timing repair buffer,18,0.473
multi-input combinational,15,0.361
-- worst min path at each step --
| stage | end | slack [ps] | cells after the start |
|---|---|---|---|
| 5_1_grt | Cout | 2120 | 4 |
| 4_1_cts | Cout | 2090 | 4 |
| 6_report | Cout | 2080 | 4 |
-- cell families after synthesis --
group / Yosys count / synth area share
AOI/OAI and AO/OA: 3 / 0.140
xor gates and xnor gates: 8 / 0.560
adders and majority gates: 3 / 0.270
and+or+nand+nor: 1 / 0.0300
-- stage by stage --
stage	setup TNS, ps	hold slack, ps	area (µm²)	total power, mW	util
2_1_floorplan	0	1270	125	0.0185	-
3_3_place_gp	-376	2250	353	0.0645	0.103
3_5_place_dp	-378	2260	353	0.0648	0.103
4_1_cts	0	2090	347	0.0595	0.101
5_1_grt	0	2120	347	0.0638	0.101
6_report	0	2080	347	0.0571	0.101
-- cells in the mapped netlist --
master and n:
a21oi_1 1, a22oi_1 1, maj3_2 3, nor2_1 1
o21ai_0 1, xnor2_1 8
-- timing repair --
item / CTS / global route
endpoints found under the setup margin: 3 / 0
hold endpoints to repair: 0 / 0
buffers inserted: 0 / 0
resized: 6 / 0
-- cell usage in the layout, fill, tap and decap left out, drive strengths merged --
master / instances
clkdlybuf4s50: 9
xnor2: 8
dlygate4sd2: 5
buf: 4
maj3: 3
o21ai: 1
a22oi: 1
nor2: 1
a21oi: 1
-- metal layers --
layer  share of wire  vias up  track usage
li1                -       88            -
met2            0.46        7       0.0281
met1            0.50       72       0.0211
met3           0.035        0      0.00114
met4               0        0            0
met5               0        -            0
-- report_power, final --
part	switching (mW)	internal (mW)	total [mW]
combinational	0.0175	0.0396	0.0571
clock	0	0	0
sequential	0	0	0
total	0.0175	0.0396	0.0571
Power and IR drop assume default switching activity.
