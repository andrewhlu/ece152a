File: config.mk
export PLATFORM = sky130hd
export DESIGN_NAME = float_add
export DESIGN_NICKNAME = float_add
export VERILOG_FILES = /design/flow/design.v
export SDC_FILE = /design/flow/constraint.sdc
export NUM_CORES = 4
export LEC_CHECK = 1
export CORE_AREA = 10 10 98 98
export DIE_AREA = 0 0 108 108
File: constraint.sdc
current_design float_add

set clk_period 10.8
set clk_io_pct 0.2

create_clock -name clk0 -period $clk_period

set non_clock_inputs [all_inputs -no_clocks]
set_input_delay [expr $clk_period * $clk_io_pct] -clock clk0 $non_clock_inputs
set_output_delay [expr $clk_period * $clk_io_pct] -clock clk0 [all_outputs]
File: design.v
module fullAdder (
	input A,
	input B,
	input Cin,
	output S,
	output Cout
);
wire AxB;
assign AxB = (A & ~B) | (~A & B);
wire AxBaCin;
assign AxBaCin = ((A & ~B) | (~A & B)) & Cin;
wire AaB;
assign AaB = A & B;
assign Cout = AaB | AxBaCin;
assign S = (AxB & ~Cin) | (~AxB & Cin);
endmodule
module adder(
	input [4:0] A,
	input [4:0] B,
	output [4:0] S,
	output Cout
);
wire Cin = 1'b0;
wire Cout0;
wire Cout1;
wire Cout2;
wire Cout3;
fullAdder a0 (
	.A(A[0]),
	.B(B[0]),
	.Cin(Cin),
	.Cout(Cout0),
	.S(S[0])
);
fullAdder a1 (
	.A(A[1]),
	.B(B[1]),
	.Cin(Cout0),
	.Cout(Cout1),
	.S(S[1])
);
fullAdder a2 (
	.A(A[2]),
	.B(B[2]),
	.Cin(Cout1),
	.Cout(Cout2),
	.S(S[2])
);
fullAdder a3 (
	.A(A[3]),
	.B(B[3]),
	.Cin(Cout2),
	.Cout(Cout3),
	.S(S[3])
);
fullAdder a4 (
	.A(A[4]),
	.B(B[4]),
	.Cin(Cout3),
	.Cout(Cout),
	.S(S[4])
);
endmodule
module big_number_first (
	input [7:0] aIn,
	input [7:0] bIn,
	output reg [7:0] aOut,
	output reg [7:0] bOut
);
wire [2:0] aExp;
wire [4:0] aMan;
wire [2:0] bExp;
wire [4:0] bMan;
assign aExp = aIn[7:5];
assign aMan = aIn[4:0];
assign bExp = bIn[7:5];
assign bMan = bIn[4:0];
always @* begin
	if((aExp < bExp) || (aExp == bExp && aMan < bMan))
		begin
			aOut = {bExp, bMan};
			bOut = {aExp, aMan};
		end
	else
		begin
			aOut = {aExp, aMan};
			bOut = {bExp, bMan};
		end
end
endmodule
module float_add (
	input [7:0] aIn,
	input [7:0] bIn,
	output reg [7:0] result
);
wire [7:0] big_aOut, big_bOut;
big_number_first step1 (
	.aIn(aIn),
	.bIn(bIn),
	.aOut(big_aOut),
	.bOut(big_bOut)
);
wire [2:0] aExp;
wire [4:0] aMan;
wire [2:0] bExp;
wire [4:0] bMan;
assign aExp = big_aOut[7:5];
assign aMan = big_aOut[4:0];
assign bExp = big_bOut[7:5];
assign bMan = big_bOut[4:0];
wire [2:0] distance1;
assign distance1 = aExp - bExp;
wire [2:0] bExpShift;
wire [4:0] bManShift;
assign bExpShift = bExp + distance1;
shifter step2 (
	.in(bMan),
	.distance(distance1),
	.direction(1'b1),
	.out(bManShift)
);
wire [4:0] adderSum;
wire adderCout;
adder step3 (
	.A(aMan),
	.B(bManShift),
	.S(adderSum),
	.Cout(adderCout)
);
wire [2:0] distance2;
assign distance2 = {2'b00, adderCout};
wire [2:0] resultExp;
wire [4:0] resultMan;
assign resultExp = bExpShift + adderCout;
shifter step4 (
	.in(adderSum),
	.distance(distance2),
	.direction(1'b1),
	.out(resultMan)
);
reg [4:0] resultManShift;
reg [2:0] distance3;
wire [4:0] resultManShift2;
reg [2:0] numToShift1;
wire [2:0] resultExpShift;
assign resultExpShift = resultExp - distance3;
shifter step5(
	.in(resultManShift),
	.distance(distance3),
	.direction(1'b0),
	.out(resultManShift2)
);
always @* begin
	case(adderCout)
		1'b0: resultManShift = resultMan;
		1'b1: resultManShift = {1'b1, resultMan[3:0]};
	endcase
	if(bExpShift == 3'b111 && adderCout == 1'b1)
		result = 8'b11111111;
	else if(resultManShift == 5'b00000)
		result = 8'b00000000;
	else 
		begin
			if(resultExp != 3'b000 && resultManShift[4] == 1'b0)
				begin 
					casex(resultManShift)
						5'b00001: numToShift1 = 3'b100;
						5'b0001x: numToShift1 = 3'b011;
						5'b001xx: numToShift1 = 3'b010;
						5'b01xxx: numToShift1 = 3'b001;
						default: numToShift1 = 3'b000;
					endcase
				end
			else
				numToShift1 = 3'b000;
			if(resultExp < numToShift1)
				distance3 = resultExp;
			else if (resultExp >= numToShift1)
				distance3 = numToShift1;
			else
				distance3 = 3'b000;
			result = {resultExpShift, resultManShift2};
		end
end
endmodule
module shifter (
	input [4:0] in,
	input [2:0] distance,
	input direction,
	output reg [4:0] out
);
always @* begin
	case(direction)
		1'b0: out = in << distance;
		1'b1: out = in >> distance;
	endcase
end
endmodule
File: run.sh
#!/bin/bash
# OpenROAD 26Q1-2900-gdf79404cd8, Yosys 0.63+post, stock flow scripts
make -C /OpenROAD-flow-scripts/flow DESIGN_CONFIG=/design/flow/config.mk WORK_HOME=/design/flow/orfs finish
==> results.json <==
{
  "fin_crit_sh_pct": 95.7,
  "hp-class": "in -> out",
  "fin_crit_ns": 10.34,
  "antenna_cells": 0,
  "leakagePower_nw": 0.753,
  "final_area_um2": 1730,
  "remaining_drc_errors": 0,
  "postCtsHoldBufs": 0,
  "crit_top_cell": "inv_1",
  "yosys_area_um2": 1260,
  "cp_slowest_cell": "clkdlybuf4s50_1",
  "warnings": 32,
  "cpPeakStageDelay_ns": 0.50,
  "grt_pass1_vias": 1159,
  "ios": 24,
  "grt_overflow": 0,
  "first_pass_iters": 4,
  "worstMarginPinSlew_ns": 0.502,
  "maxCapViolCount": 0,
  "post-dp-hpwl_um": 2590,
  "regArea_um2": 45.0,
  "core_area_um2": 7650,
  "ys_types": 41,
  "finalPower_w": 0.000232,
  "fa_ha_area_share_pct": 22.7,
  "slew_viol_final": 0,
  "vias": 1193,
  "numSynthFlops": 3,
  "path_max_fanout": 5,
  "drt_iter0_markers": 75,
  "grt_usage_pct": 5.15,
  "postPlaceCellArea_um2": 1650,
  "critPathArrivalTime_ns": 8.18,
  "antenna_found_initial": 0,
  "worstPathRequired_ns": 8.64,
  "finalSetupViolCount": 0,
  "holdWs_ns": 5.50,
  "synth_area_um2": 1260,
  "fillCellCount": 806,
  "syn_inst": 169,
  "ys_sh_mux_pct": 17.9,
  "routed_wl_um": 2960,
  "area_growth_pct": 37.1,
  "finish.utilization_pct": 22.7,
  "gp_congestion": 0.832,
  "fmax_ghz": 0.0967,
  "antenna_left": 0,
  "wl_per_cell_um": 9.95,
  "largest_reg_flops": 3,
  "die_w_um": 108,
  "end_kind": "output pin",
  "port_buffers": 24,
  "path_class": "in -> out",
  "powerDensity_nw_per_um2": 134,
  "ys_cells": 169,
  "fin_cells": 297,
  "yosysWarnings": 3,
  "ir_worst_vdd_v": 0.0000345,
  "untimed_endpoints": 3,
  "simple_gate_area_share_pct": 20.4,
  "grt_pass1_wl_um": 5200,
  "status": "finished, final reports clean",
  "hold_viol_final": 0,
  "synth.avg_cell_area_um2": 7.48,
  "comb_area_um2": 1190,
  "top_logic_kind": "AND-OR/OR-AND gates",
  "dp.cells": 296,
  "synthAoiAreaFrac_pct": 22.8,
  "xor_share_pct": 4.85,
  "drive_gt1_share_pct": 13.8,
  "start_kind": "input pin",
  "initial_utilization_pct": 16.5,
  "grt_max_degree": 18,
  "fp.dieH_um": 108,
  "die-area_um2": 11700,
  "num_rows": 32,
  "unclocked_regs": 3,
  "relSlewSlack_pct": 66.2,
  "via_per_inst": 4.02
}
final timing paths:
path	start	end	slack (ns)	cells past startpoint
max	bIn[7]	result[7]	0.46	33
min	aIn[5]	result[0]	5.50	5
repair_timing:
| item | 4_1_cts | 5_1_grt |
|---|---|---|
| setup endpoints to repair | 0 | 2 |
| hold endpoints to repair | 0 | 0 |
| gates resized | 0 | 14 |
| setup buffers | 0 | 1 |
cell usage in the layout, fill, tap and decap left out, types with 2 or more instances in the layout:
cell type	n
xnor2_1	6
nand3_1	2
ha_1	10
fa_1	3
mux4_1	2
nand2_1	18
fa_2	2
nor2_1	14
o21ai_0	14
dlxtn_1	3
o31ai_1	2
a21oi_1	10
a21o_1	2
o21ai_1	2
mux2i_1	14
nor2b_1	2
a211oi_1	2
dlymetal6s2s_1	2
nor4_1	2
clkdlybuf4s50_1	22
ha_4	4
buf_4	7
nor3_1	2
nand2b_1	4
inv_1	18
mux2_2	3
critical path: cells and delay by family:
family / cells / cell delay (ns)
adders and majority gates: 10 / 2.54
buffers and inverters: 8 / 1.38
AOI/OAI and AO/OA: 7 / 1.11
and+or+nand+nor: 4 / 0.37
muxes: 2 / 0.33
xor gates and xnor gates: 2 / 0.29
through the flow:
stage	TNS (ns)	setup WS, ns
final	0	0.459
after global placement	0	0.194
after detailed placement	0	0.145
after global routing	-0.0300	-0.0300
after CTS	0	0.129
after floorplan	0	0.823
area by class of cell:
class,instances,area share (%)
inverters,19,4.11
repair buffers,31,17.2
flip-flops and latches,3,2.60
multi-input cells,142,68.8
well taps,102,7.36
metal layers:
metal  routed length (um)  vias to the layer above  part of all wire, %  GRT usage [%]
li1                     -                      651                    -              -
met1                 1510                      522                   51           7.27
met2                 1350                       18                   46           8.75
met3                   77                        2                  2.6          0.361
met4                   21                        0                 0.71          0.382
met5                    0                        -                    0              0
cells by family after synthesis:
kind of cell / Yosys count
adder cells (fa/ha/maj): 20
AND-OR/OR-AND: 43
AND/OR/NAND/NOR: 53
XOR/XNOR: 7
buffers and inverters: 24
multiplexers: 19
latches: 3
synth_stat cells:
library cell,instances,area (um^2)
o21ai_1,2,10.0
nor3_1,3,15.0
or2_2,1,6.26
o21ai_0,15,75.1
xor2_1,1,8.76
a21o_1,2,15.0
xnor2_1,6,52.6
or4_1,1,7.51
clkbuf_1,4,15.0
and2b_1,1,7.51
a211oi_4,1,20.0
and2_1,1,6.26
mux2_2,3,33.8
nor2_1,14,52.6
o31ai_1,2,15.0
a21bo_2,1,10.0
nor4_1,2,12.5
nand2b_1,4,25.0
nand4b_1,1,8.76
nand4_2,1,12.5
nand2_1,18,67.6
a211o_1,1,8.76
nand3_1,2,10.0
a22o_1,1,8.76
nor2b_1,2,12.5
a211oi_1,2,15.0
buf_6,1,11.3
inv_1,19,71.3
a32o_1,1,10.0
nand3b_1,1,7.51
nor2_2,1,6.26
mux4_1,2,52.6
ha_1,15,188
o21a_1,1,7.51
dlxtn_1,3,45.0
mux2i_1,14,140
o211ai_1,1,7.51
a31oi_4,1,21.3
fa_1,5,100
o211a_1,1,10.0
a21oi_1,11,55.1
power breakdown:
group | switching [W] | leakage [nW] | total (W) | internal [W]
Combinational | 0.000110 | 0.729 | 0.000227 | 0.000117
Clock | 0 | 0 | 0 | 0
Sequential | 0.000000979 | 0.0237 | 0.00000544 | 0.00000446
Power and IR drop assume default switching activity.
