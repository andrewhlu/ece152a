$ cat flow/run.sh
#!/bin/bash
# OpenROAD 26Q1-2900-gdf79404cd8, Yosys 0.63+post, stock flow scripts
make -C /OpenROAD-flow-scripts/flow DESIGN_CONFIG=/design/flow/config.mk WORK_HOME=/design/flow/orfs finish
$ cat flow/config.mk
export PLATFORM = sky130hd
export DESIGN_NAME = main
export DESIGN_NICKNAME = main
export VERILOG_FILES = /design/flow/design.v
export SDC_FILE = /design/flow/constraint.sdc
export NUM_CORES = 4
export LEC_CHECK = 1
export CORE_AREA = 10 10 70 70
export DIE_AREA = 0 0 80 80
$ cat flow/constraint.sdc
current_design main

set clk_period 2.2
set clk_io_pct 0.2

create_clock -name clk0 -period $clk_period [get_ports {clock}]

set non_clock_inputs [all_inputs -no_clocks]
set_input_delay [expr $clk_period * $clk_io_pct] -clock clk0 $non_clock_inputs
set_output_delay [expr $clk_period * $clk_io_pct] -clock clk0 [all_outputs]
$ cat flow/design.v
module counter (
	input clock,
	input [2:0] max_count,
	input enable,
	input reset,
	input direction,
	output reg [2:0] count
);
reg [2:0] countNext = 3'b000;
always @* begin
	count = countNext;
end
always @(posedge clock) begin
	if(enable)
		begin
			if((reset || countNext == max_count) && direction)
				countNext = 3'b000;
			else if((reset || countNext == 3'b000) && !direction)
				countNext = max_count;
			else if(direction)
				countNext = countNext + 1'b1;
			else if(!direction)
				countNext = countNext - 1'b1;
		end
end
endmodule
module decoder (
	input [2:0] in,
	output reg A,
	output reg B,
	output reg C,
	output reg D,
	output reg E,
	output reg F,
	output reg G
);
always @* begin
	A = (in[2] & in[0]) | (!in[2] & !in[0]) | in[1];
	B = !in[2] | (in[1] & in[0]) | (!in[1] & !in[0]);
	C = in[2] | !in[1] | in[0];
	D = (in[2] & !in[1] & in[0]) | (!in[2] & in[1]) | (!in[2] & !in[0]) | (in[1] & !in[0]);
	E = (!in[2] & !in[0]) | (in[1] & !in[0]);
	F = (in[2] & !in[1]) | (in[2] & !in[0]) | (!in[1] & !in[0]);
	G = (in[2] & !in[1]) | (!in[2] & in[1]) | (in[1] & !in[0]);
end
endmodule
module main(
	input clock,
	input [2:0] max_count,
	input enable,
	input reset,
	input direction,
	output A,
	output B,
	output C,
	output D,
	output E,
	output F,
	output G
);
wire [2:0] count;
counter step1(
	.clock(clock),
	.max_count(max_count),
	.enable(enable),
	.reset(reset),
	.direction(direction),
	.count(count)
);
decoder step2(
	.in(count),
	.A(A),
	.B(B),
	.C(C),
	.D(D),
	.E(E),
	.F(F),
	.G(G)
);
endmodule
==> results.sh <==
# yosys + openroad results
export IMPL_postRouteAntennaNets=0
export IMPL_crit_path_cell_trace="buf_4 -> buf_4 -> ha_1 -> nor2_1 -> o21ai_0 -> clkdlybuf4s50_1"
export IMPL_max_stage_delay_ns=0.42
export IMPL_max_cap_viol_count=0
export IMPL_max_slew_margin_pct=80.1
export IMPL_ys_cells=46
export IMPL_clkTransAtPathRegs_ns=0.04
export IMPL_track_usage_pct=3.44
export IMPL_cp_top_family="buffers and inverters"
export IMPL_routabilityCongestion=0.790
export IMPL_dr_pass1_iters=3
export IMPL_wire_per_inst_um=9.96
export IMPL_p_per_area_mw_per_mm2=531
export IMPL_ys_flops=3
export IMPL_cp_start_kind="register"
export IMPL_synthCells=46
export IMPL_top_area_cell="edfxtp_1"
export IMPL_hold_slack_ns=0.809
export IMPL_synthTopCellsByArea="edfxtp_1 (22%), ha_1 (12%), xor2_1 (11%)"
export IMPL_die_area_mm2=0.00640
export IMPL_rsz0062_at_grt="true"
export IMPL_min_to="step1.countNext[1]$_SDFFCE_PP0P_"
export IMPL_clk_path_buf_depth=2
export IMPL_finalPower_w=0.000355
export IMPL_die_w_um=80
export IMPL_leakage_nw=0.267
export IMPL_core_mm2=0.00342
export IMPL_hold_violations=0
export IMPL_cts_sinks=3
export IMPL_grt_ovfl_total=0
export IMPL_min_delay_start="step1.countNext[0]$_SDFFCE_PP0P_"
export IMPL_r2r_end="step1.countNext[2]$_SDFFCE_PP0P_"
export IMPL_worstMarginPinSlew_ns=0.296
export IMPL_drc_errors=0
export IMPL_largest_register_ffs=3
export IMPL_final_setup_viol_count=0
export IMPL_drt_vias_per_instance=3.56
export IMPL_synth_async_reset_ratio_pct=0
export IMPL_edf_count=3
export IMPL_r2r_cells=5
export IMPL_ir_drop_mv=0.140
export IMPL_common_cells="nand2_1 (7), xor2_1 (5), ha_1 (4), o211ai_1 (4)"
export IMPL_areaGrowthSynthToFinish_pct=64.3
export IMPL_grt_util_met2_pct=5.30
export IMPL_place_port_buffers=13
export IMPL_grt_pass1_vias=403
export IMPL_holdPathStages=4
export IMPL_grt_pass1_wl_um=1800
export IMPL_yosys_warnings=2
export IMPL_post_synth_cell_area_avg_um2=8.84
export IMPL_yosys_area_um2=407
export IMPL_dp_hpwl_um=952
export IMPL_ctsHtreeMaxLevel=1
export IMPL_arrival_ns=1.72
export IMPL_io_pins=14
export IMPL_slowest_stage="edfxtp_1"
export IMPL_ctsHoldBuffers=0
export IMPL_slew_viol_final=0
export IMPL_warning_count=28
export IMPL_rows=21
export IMPL_yosysTopAreaCellShare_pct=22.2
export IMPL_antenna_found_initial=0
export IMPL_grt_max_degree=10
export IMPL_cpMostUsedCell="buf_4"
export IMPL_finalWirelength_um=1140
export IMPL_grtUsageMet1_pct=4.50
export IMPL_cts_tree="yes"
export IMPL_endpoint_kind="primary output"
export IMPL_cp_max_fo=5
export IMPL_drive_gt1_share_pct=23.5
export IMPL_num_antenna_cells=0
export IMPL_ys_seq_share_pct=22.2
export IMPL_required_ns=1.76
export IMPL_min_period_ns=2.16
export IMPL_finClkSkew_ns=0.00142
export IMPL_crit_reg2reg_launch="step1.countNext[1]$_SDFFCE_PP0P_"
export IMPL_synth_main_ff_cell="edfxtp_1"
export IMPL_fp_util_pct=11.9
export IMPL_worst_setup_path_type="register to primary output"
export IMPL_fp_dieH_um=80
export IMPL_grtUsageMet3_pct=0.909
export IMPL_clock_latency_ns=0.23
export IMPL_drtIter0Drc=14
export IMPL_root_buffer="clkbuf_4"
export IMPL_vias=406
export IMPL_yosysMostFrequentCell="nand2_1"
export IMPL_ff2ff_setup_slack_ns=0.31
export IMPL_status="completed"
export IMPL_grt_busiest_layer="met2"
export IMPL_path_buffers=3
export IMPL_fmax_mhz=462
export IMPL_cts_buffers_inserted=3
export IMPL_finalCritPeriodShare_pct=98.4
export IMPL_ys_types=24
export IMPL_hp_class="register to register"
export IMPL_synth_area_um2=407
[timing repair]
item,CTS,global route
setup buffers,0,1
gates resized,0,2
endpoints found under the setup margin,0,1
[routing by layer]
layer,vias up,part of all wire [%]
met4,0,2.7
met3,2,4.5
met1,186,48
met2,9,45
li1,209,-
met5,-,0
[tightest hold or removal path: stages, from the launching register on]
cell	delay [ns]
edfxtp_1	0.35
inv_2	0.07
nand4_2	0.07
nand3b_1	0.08
o21ai_1	0.12
[where the power goes]
part | internal [W] | switching [W] | leakage, nW
sequential | 0.0000730 | 0.00000682 | 0.0301
clock | 0.0000681 | 0.0000302 | 0.0150
combinational | 0.000103 | 0.0000738 | 0.222
total | 0.000244 | 0.000111 | 0.267
[layout make-up]
type | count | area (µm²)
clock buffer | 4 | 26.3
sequential | 3 | 90.1
tap | 46 | 57.6
fill | 391 | 2750
multi-input combinational | 37 | 297
inverter | 4 | 15.0
timing repair buffer | 20 | 183
[stage by stage]
stage	util (%)	setup slack, ns	TNS, ns	cells	instance area (µm²)
global placement	18.4	-0.0932	-0.0932	109	627
floorplan	-	0.395	0	46	407
CTS	19.1	0.0192	0	113	653
detailed placement	18.4	-0.100	-0.100	109	627
global route	19.6	-0.0108	-0.0211	114	668
finish	19.6	0.0363	0	114	668
[cell families (layout without fill, tap and decap cells)]
family	after synthesis	in the layout	synth area share [%]
XOR/XNOR	5	5	10.8
AND/OR/NAND/NOR	15	15	20.9
AND-OR/OR-AND	12	12	22.1
adder cells (fa/ha/maj)	5	5	17.2
buffers and inverters	6	28	6.77
flip-flops	3	3	22.2
[placed cells by master, fill, tap and decap left out]
cell and n:
inv_1 2, a211oi_1 2, nor3_1 1, nand3b_1 1, a21oi_1 1, or2b_1 1
o22ai_1 1, nand2b_4 1, edfxtp_1 3, nor2_1 2, o21ai_1 1, ha_1 4
xor2_1 5, clkbuf_1 1, fa_1 1, clkdlybuf4s50_1 13, o21ai_0 1, o211ai_1 4
clkbuf_4 3, nand4_2 1, inv_2 2, nand2_1 7, a2111oi_2 1, buf_4 7
a211o_1 1, nor4_2 1
[worst max-delay path by stage]
stage	slack, ns	cells after the start	from	endpoint
4_1_cts	0.02	5	step1.countNext[0]$_SDFFCE_PP0P_	D
5_1_grt	-0.01	5	step1.countNext[2]$_SDFFCE_PP0P_	D
6_report	0.04	6	step1.countNext[2]$_SDFFCE_PP0P_	F
Power and IR drop assume default switching activity.
